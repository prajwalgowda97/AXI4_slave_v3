## design/flow/design.v

```verilog
module axi4_slave_data_channel 
#(
    parameter DATA_WIDTH   = 32,
    parameter ID_WIDTH     = 4,
    parameter BURST_LENGTH = 8
)(
    input  logic                         clk,
    input  logic                         rst,  
    input  logic                         awvalid,
    input  logic                         awready,
    input  logic [BURST_LENGTH - 1 : 0]  burst_length,
    input  logic                         wvalid,
    input  logic [DATA_WIDTH - 1 : 0]    wdata,
    input  logic                         wlast,
    input  logic [DATA_WIDTH/8 - 1 : 0]  wstrb,  
    input  logic [ID_WIDTH - 1 : 0]      wid,
    output logic                         count_done,
    output logic                         wready
);
typedef enum logic [1:0] {
    W_IDLE = 2'b00,
    W_DATA = 2'b01,
    W_WAIT = 2'b10
} FMS_STATE;
FMS_STATE present_state, next_state;
logic [BURST_LENGTH - 1 : 0] burst_count;
logic                         count_en;
always_ff @(posedge clk or negedge rst) begin
    if (!rst)
        present_state <= W_IDLE;
    else 
        present_state <= next_state;
end
always_comb begin
    next_state = present_state;
    case (present_state)
        W_IDLE: begin
            if (awvalid && awready)
                next_state = W_DATA;
        end
        W_DATA: begin
            if (count_done && wlast)
                next_state = W_IDLE;
            else if (!wvalid)
                next_state = W_WAIT;
        end
        W_WAIT: begin
            if (wvalid)
                next_state = W_DATA;
        end
    endcase
end
always_ff @(posedge clk or negedge rst) begin
    if (!rst)
        burst_count <= 0;
    else if (present_state == W_IDLE && awvalid && awready)
        burst_count <= burst_length;
    else if (present_state == W_DATA && count_en && burst_count > 0)
        burst_count <= burst_count - 1;
end
always_ff @(posedge clk or negedge rst) begin
    if (!rst)
        count_done <= 0;
    else if (burst_count == 1 && present_state == W_DATA && wvalid)
        count_done <= 1;
    else if (present_state == W_IDLE)
        count_done <= 0;
end
always_ff @(posedge clk or negedge rst) begin
    if (!rst)
        count_en <= 0;
    else if (present_state == W_DATA && wvalid)
        count_en <= 1;
    else 
        count_en <= 0;
end
always_ff @(posedge clk or negedge rst) begin
    if (!rst)
        wready <= 0;
    else begin
        case (present_state)
            W_IDLE:  wready <= 0;
            W_DATA:  wready <= 1;
            W_WAIT:  wready <= 0;
            default: wready <= 0;
        endcase
    end
end
endmodule
```

## design/flow/run.sh

```bash
#!/bin/bash
# OpenROAD 26Q1-2900-gdf79404cd8, Yosys 0.63+post, stock flow scripts
make -C /OpenROAD-flow-scripts/flow DESIGN_CONFIG=/design/flow/config.mk WORK_HOME=/design/flow/orfs finish
```

## design/flow/config.mk

```make
export PLATFORM = sky130hd
export DESIGN_NAME = axi4_slave_data_channel
export DESIGN_NICKNAME = axi4_slave_data_channel
export VERILOG_FILES = /design/flow/design.v
export SDC_FILE = /design/flow/constraint.sdc
export NUM_CORES = 4
export LEC_CHECK = 1
export CORE_AREA = 10 10 82 82
export DIE_AREA = 0 0 92 92
```

## design/flow/constraint.sdc

```tcl
current_design axi4_slave_data_channel

set clk_period 3.5
set clk_io_pct 0.2

create_clock -name clk0 -period $clk_period [get_ports {clk}]

set non_clock_inputs [all_inputs -no_clocks]
set_input_delay [expr $clk_period * $clk_io_pct] -clock clk0 $non_clock_inputs
set_output_delay [expr $clk_period * $clk_io_pct] -clock clk0 [all_outputs]
```

==> impl_metrics.toml <==
# yosys + openroad results
[clock_network]
htree_levels = 1
postCtsSetupBuffers = 0
clk_path_buf_depth = 2
cts_resized = 0
clkSlewWorstSetupHoldPaths_ns = 0.06
numCtsBuffers = 3
cts_tree = "yes"
cts_hold_buf = 0
clockRootBuffer = "clkbuf_8"
clkSinkCount = 14
clk_latency_ns = 0.24

[global_route]
antenna_found_initial = 0
use_met1 = 0.05154
gr-total-overflow = 0
grt_pass1_vias = 616
grt_max_degree = 15
grtUsageTotal = 0.04179
grt.met3_usage = 0.02224
grt_use_met2 = 0.06647
grt_busiest_layer = "met2"
grt_pass1_wl_um = 2877

[synth]
flop_cell = "dfrtp_1"
synth_top_area_share = 0.4506
synth_cell_types = 31
aoi_share = 0.1646
top_logic_kind = "simple AND/OR/NAND/NOR gates"
syn_avg_cell_area_um2 = 9.376
xor_share = 0.01213
synth_area_um2 = 721.9
ys_seq_share = 0.4870
yosys-mux-area-fraction = 0.02946
ys_sh_simple = 0.2340
synth_flops = 14
top_area_cell = "dfrtp_1"
synth_stat.cells = 77
ys_chip_area_um2 = 721.9
edf_count = 0
ys_warn_count = 1
async_reset_ff_frac = 1.000
fa_ha_area_frac = 0.03466
synthTopCellsByArea = "dfrtp_1, a21oi_1, nor2_1"
synthCells = 77

[routing]
drt-total-wl_um = 1677
diodes = 0
via_per_inst = 3.567
drc = 0
wl_per_cell_um = 10.23
dr.pass1.iters = 4
drt_iter0_drc = 29
ant_nets = 0
vias = 585

[placed_design]
dp_hpwl_um = 1306
gp_congestion = 0.7476
dp_cells = 160
portBuffers = 15

[sta]
clock_skew_ns = 0.002726
rsz0062_at_grt = "no"
period_used_share = 0.5330
worst_pin_slew_ns = 0.6301
timing.slew.headroom = 0.5786
setup-tns-final_ns = 0
clock.fmax_mhz = 536.0
fin_crit_ns = 1.866
maxSlewViolCount = 0
setup_violations = 0
finalHoldViolCount = 0

[power]
cellLeakagePower_uw = 0.0003800
power.density_nw_per_um2 = 338.2
peakVddDrop_uv = 120.5

[finish]
comb_area_um2 = 342.8
area_delta_synth_final_pct = 39.34
num-fill-cells = 568
final_layout_size_suffix_gt1_frac = 0.1064
layoutNonFillerInstCount = 164
seq_area_um2 = 351.6

[run_status]
status = "completed"

[floorplan]
rows = 26
fp_util = 0.1423
fp.dieH_um = 92
die_area_um2 = 8464
die_x_um = 92
io_pins = 56
coreArea_um2 = 5075

[worst_setup_path]
worstSetupPathType = "flop to output pin"
crit_slowest_cell = "clkdlybuf4s50_1"
critical_path.top_delay_family = "buffers and inverters"
cp_num_cells = 1
cp_max_fo = 4
worst-path-buf-inv = 1
slowest_delay_ns = 0.50
cp.required_ns = 2.80
cp_cell_sequence = "clkdlybuf4s50_1"
r2r_cells = 5
arrival_ns = 1.17
start_kind = "flop"
cp-end-kind = "output pin"

[run]
maxCapViolCount = 0
warning_count = 66

[hold_path]
min_path_type = "flop to flop"
whs_path_depth = 2
## metrics by stage
step | worst slack (ns) | utilization | instance area, um^2 | power [uW] | hold WS [ns]
after floorplan | 1.971 | - | 721.9 | 165.6 | 0.3487
after global placement | 1.432 | 0.1874 | 950.9 | 184.9 | 0.4622
after detailed placement | 1.464 | 0.1874 | 950.9 | 184.9 | 0.4680
after CTS | 1.628 | 0.1982 | 1006 | 344.5 | 0.4814
after global routing | 1.514 | 0.1982 | 1006 | 352.9 | 0.4968
final | 1.634 | 0.1982 | 1006 | 340.2 | 0.4778
## synth_stat cells, types with 2 or more instances
cell	instances
nor2_1	8
a21oi_1	9
or3_1	2
ha_1	2
a31oi_1	3
nand3_1	3
dfrtp_1	13
o21ai_0	3
nand2_1	7
inv_1	5
nor3_2	2
## worst min-delay path: cells and delay by family, from the launching register on
family	cells	cell delay (ns)
AND-OR/OR-AND	1	0.05
AND/OR/NAND/NOR	1	0.07
flip-flops	1	0.32
## logic make-up (layout without fill, tap and decap cells)
logic type | after synthesis | after routing
flip-flops | 14 | 14
XOR/XNOR | 1 | 1
buffers and inverters | 7 | 24
AND-OR/OR-AND | 20 | 20
multiplexers | 2 | 2
adder cells (fa/ha/maj) | 2 | 2
AND/OR/NAND/NOR | 31 | 31
## worst paths after layout
check	from	end	slack (ns)
min in group asynchronous	rst	burst_count[4]	0.85
setup reg to reg	burst_count[0]	burst_count[7]	1.89
max in group asynchronous	rst	burst_count[0]	2.25
setup / recovery	count_done	count_done	1.63
hold reg to reg	present_state[1]	present_state[1]	0.48
hold / removal	present_state[1]	present_state[1]	0.48
## cells in the final DEF (no fill, tap or decap), types with 2 or more instances in the layout
master,netlist,layout
clkdlybuf4s50_1,0,15
dfrtp_1,13,13
a21oi_1,9,9
nor2_1,8,8
nand2_1,7,7
inv_1,5,5
clkbuf_8,0,4
nand3_1,3,3
o21ai_0,3,3
a31oi_1,3,3
nor3_2,2,2
or3_1,2,2
ha_1,2,2
## final cells by class
class                   instances  share of cell area
well taps                      70             0.08707
multi-input cells              56              0.3408
clock buffers                   4             0.05473
inverters                       5             0.01866
flip-flops and latches         14              0.3495
repair buffers                 15              0.1493
## flip-flops by register name, summed over array words and instances (netlist names)
| name | count |
|---|---|
| count_en | 1 |
| burst_count | 8 |
| wready | 1 |
| present_state | 3 |
| count_done | 1 |
## where the power goes
group	internal, uW	leakage (uW)	switching (uW)
registers	162	0.000145	0
clock network	99.6	0.0000288	59.3
logic	13.0	0.000206	6.40
## routing by layer
metal / wire length [um] / up-vias
met5: 0 / -
met4: 13 / 0
met3: 134 / 2
met2: 746 / 13
li1: - / 315
met1: 783 / 255
Power figures rest on the tool's default switching activity, not on a simulated workload.
