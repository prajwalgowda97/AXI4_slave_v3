==> flow/design.v <==
module axi4_slave_write_address
#(
      parameter ADDR_WIDTH   = 32   ,
      parameter ID_WIDTH     = 4    ,
      parameter BURST_LENGTH = 8
) (
      input logic                            clk        ,    
      input logic                            rst        ,    
      input logic                            awvalid    ,    
      input logic   [ADDR_WIDTH - 1 : 0]     awaddr     ,    
      input logic   [ID_WIDTH   - 1 : 0]     awid       ,    
      input logic   [BURST_LENGTH - 1 : 0]   awlen      ,    
      input logic   [2:0]                    awsize     ,    
      input logic   [1:0]                    awburst    ,    
      output logic                            awready   ,    
      output logic  [ID_WIDTH   - 1 : 0]   stored_awid
);
    typedef enum logic [1:0] {
                                AW_IDLE = 2'b00,
                                AW_ADDR = 2'b01
                             } FSM_STATE;
    FSM_STATE present_state,next_state;
    logic                           SLV_AWREADY         ;
    logic [ADDR_WIDTH-1:0]          SLV_BURST_ADDR      ; 
    logic [BURST_LENGTH-1:0]        SLV_BURST_COUNTER   ;
    always_ff @(posedge clk or negedge rst)
      begin
        if(!rst)
              present_state <= AW_IDLE;
            else
              present_state <= next_state;
      end
    always @(*)
      begin
        next_state = present_state;
        case(present_state)
           AW_IDLE : begin
              if(awvalid)
                     next_state = AW_ADDR;
               else
                     next_state = AW_IDLE;
                  end
          AW_ADDR : begin
                   if(!awvalid)
                               next_state = AW_IDLE;
                   else
                                next_state = AW_ADDR;
                end
       endcase
    end
    always_ff @(posedge clk or negedge rst)
       begin
        if(!rst)
           begin
                SLV_AWREADY        <= 1'b0;
                SLV_BURST_ADDR     <= 32'h0;
                SLV_BURST_COUNTER  <= {BURST_LENGTH{1'b0}};
                stored_awid        <= {ID_WIDTH{1'b0}};
           end
        else
          begin
        case(present_state)
                AW_IDLE:
                begin
                    if (awvalid)
                    begin
                        SLV_AWREADY     <= 1'b1;
                        SLV_BURST_ADDR  <= awaddr;
                        SLV_BURST_COUNTER <= awlen;
                        stored_awid       <= awid;
                    end
                    else
                    begin
                        SLV_AWREADY <= 1'b0;
                    end
                end
                AW_ADDR:
                begin
                    SLV_AWREADY <= 1'b0;
                    if (SLV_BURST_COUNTER > 0)
                    begin
                        case (awburst)
                            2'b00:   SLV_BURST_ADDR <= SLV_BURST_ADDR;  
                            2'b01:   SLV_BURST_ADDR <= SLV_BURST_ADDR + (1 << awsize);  
                            2'b10:   SLV_BURST_ADDR <= SLV_BURST_ADDR + ((SLV_BURST_COUNTER & 1) ? -(1 << awsize) : (1 << awsize));  
                            default: SLV_BURST_ADDR <= SLV_BURST_ADDR;  
                        endcase
                        SLV_BURST_COUNTER <= SLV_BURST_COUNTER - 1;
                    end
                end
            endcase
        end
    end
assign awready = SLV_AWREADY;
endmodule 
==> flow/run.sh <==
#!/bin/bash
# OpenROAD 26Q1-2900-gdf79404cd8, Yosys 0.63+post, stock flow scripts
make -C /OpenROAD-flow-scripts/flow DESIGN_CONFIG=/design/flow/config.mk WORK_HOME=/design/flow/orfs finish
==> flow/config.mk <==
export PLATFORM = sky130hd
export DESIGN_NAME = axi4_slave_write_address
export DESIGN_NICKNAME = axi4_slave_write_address
export VERILOG_FILES = /design/flow/design.v
export SDC_FILE = /design/flow/constraint.sdc
export NUM_CORES = 4
export LEC_CHECK = 1
export CORE_AREA = 10 10 70 70
export DIE_AREA = 0 0 80 80
==> flow/constraint.sdc <==
current_design axi4_slave_write_address

set clk_period 1.6
set clk_io_pct 0.2

create_clock -name clk0 -period $clk_period [get_ports {clk}]

set non_clock_inputs [all_inputs -no_clocks]
set_input_delay [expr $clk_period * $clk_io_pct] -clock clk0 $non_clock_inputs
set_output_delay [expr $clk_period * $clk_io_pct] -clock clk0 [all_outputs]
==> changes_impl.md <==
### Changed

- Slew @ Worst Pin: 0.294 ns
- Crit path DAT: about 1.1 ns
- Yosys cell count: 15
- CP required: between 1 and 1.5 ns
- Max-cap violation count: 0
- Most numerous logic cell after layout: clkdlybuf4s50_1
- Remaining antenna violation count after routing: 0
- Post-synth top area cell: dfrtp_1
- Antenna diodes: 0
- Average wire per cell in the routed design: 8.08 µm
- Mapped Avg Cell Area: 17.2 µm²
- R2R Path End: stored_awid[1]
- Crit path max fanout: 2
- Total congestion overflow: 0
- Tcrit/Tclk final: 87.6%
- RSZ-0062 raised after global routing: false
- Setup Skew: 0.00271 ns
- Worst vdd ir: around 0.38 mV
- Number of port buffers: 11
- Worst r2r src: present_state[0]
- Switch share: 20.2%
- # IOs: 57
- Routed vias: approximately 160
- Buf/Inv on CP: 1
- Final hold vios: 0
- Flop pwr share: 46.8%
- Power Internal: between 0.3 and 0.4 mW
- Sink Count: 7
- Crit start category: flip-flop
- CTS Buffer Depth: 2
- H-tree depth: 1
- CP max-delay cell: clkdlybuf4s50_1
- Final slew viol count: 0
- CTS tree: yes
- NetSw: around 0.090 mW
- Die height: approximately 80 µm
- Top area cell types: dfrtp_1, mux2_4, dfstp_2
- Leakage power: 0.186 nW
- #FFs+latches synth: 7
- Drt total wl: just over 600 µm
- Clock slew at reported path FFs: 0.05 ns
- Starting Density: 7.55%
- Root Driver: clkbuf_4
- Area growth from synthesis to layout: 75.2%
- Initial antenna violation count: 0
- Final min period: about 1.4 ns
- Slew margin rel.: 80.4%
- OpenROAD warning count: 70
- Setup Buffers After CTS: 0
- # DRC: 0
- # resized after CTS: 0
- CP Cell Sequence: clkdlybuf4s50_1
- Yosys stat chip area: 258 µm²
- Drt first pass iters: 2
- Vias in the first global route: around 200
- Critical path class: reg -> out
- FMAX: 714 MHz
- Row count: 21
- Starting DRT DRC Count: 2
- Status: finished, final reports clean
- Combinational power share: 17.7%
- Largest net degree at the start of global routing: 8
- Crit. End Element: primary output
- GP Congestion: 0.634
- Total CTS buffers: 3
- Post-synth seq share: 68.4%
- Share of cells above drive strength 1: ~30%
- HP Class: in -> async
- Global-route wire length before repair: 972 µm
- Latency at later pin: 0.25 ns
- CTS hold repair buffers: 0
- Synth unique cells: 7
- Die Wd: roughly 80 µm
- Setup TNS: 0 ns
- R2R cell count: 2
- Gr usage total: 1.93%
- Vias per cell: 2.13
- Cell area power density: 982 nW/µm²
- Total die size: between 6000 and 7000 µm²
- Delay-heaviest family, CP: buffers and inverters
- R2R Setup Slk: about 0.54 ns
- Fin Hold WS: 0.320 ns
- Mapped Cells: 15
- Core ar.: approximately 3400 µm²
- Most frequent cells in the layout: clkdlybuf4s50_1, dfrtp_1, mux2_4
- Delay of the slowest critical-path stage: 0.49 ns
- Clk network pwr share: 35.6%
- Final Setup Violations: 0
- Post-synth top area share: approximately three fifths
- Area of the mapped netlist: 258 µm²
- YS warnings: 1
==> worst max path at each step <==
| stage | start | end | slack (ns) | cells after the start |
|---|---|---|---|---|
| after CTS | SLV_AWREADY | awready | 0.17 | 1 |
| final | SLV_AWREADY | awready | 0.20 | 1 |
| after global routing | stored_awid[1] | stored_awid[1] | 0.14 | 1 |
==> sequential cells by signal, indices dropped and copies added (netlist names) <==
signal / cells
SLV_AWREADY: 1
stored_awid: 4
present_state: 2
==> cell type report <==
class	count	area, µm²
fillers	402	2960
repair buffers	11	110
clock buffers	4	26.3
inverters	1	3.75
well taps	46	57.6
multi-input cells	7	77.6
flip-flops and latches	7	176
==> synth_stat cells (all sizes together) <==
cell / count
inv: 1
mux2: 4
nand2: 1
dfstp: 1
dfrtp: 6
a21oi: 1
nand2b: 1
==> layer usage <==
metal	part of all wire [%]	vias to the layer above	routed length [µm]	global-route usage (%)
met1	41	77	252	2.09
met5	0	-	0	0
met3	5.0	0	31	0.795
met4	0	0	0	0.528
met2	54	6	330	3.37
li1	-	79	-	-
==> power by group through the flow <==
stage	Clock, mW	Combinational, mW	Sequential (mW)
CTS	0.169	0.0811	0.208
global route	0.176	0.0848	0.210
finish	0.158	0.0783	0.207
==> per-stage QoR <==
step / std cells / instance area (µm²) / power (mW) / utilization, % / setup slack (ns)
2_1_floorplan: 15 / 258 / 0.232 / - / 0.569
3_3_place_gp: 72 / 425 / 0.290 / 12.5 / 0.197
3_5_place_dp: 72 / 425 / 0.291 / 12.5 / 0.191
4_1_cts: 76 / 452 / 0.457 / 13.2 / 0.166
5_1_grt: 76 / 452 / 0.471 / 13.2 / 0.143
6_report: 76 / 452 / 0.443 / 13.2 / 0.199
==> cells by family (layout without fill, tap and decap cells) <==
| kind of cell | after synthesis | in the layout | share of synthesized area (%) |
|---|---|---|---|
| DFF | 7 | 7 | 68.4 |
| AOI/OAI and AO/OA | 1 | 1 | 1.94 |
| buffers and inverters | 1 | 16 | 1.45 |
| muxes | 4 | 4 | 23.3 |
| and+or+nand+nor | 2 | 2 | 4.86 |
Power and IR drop assume default switching activity.
